--- design.v ---
`default_nettype none
module regfile #(
  parameter int unsigned    Width = 32,
  parameter int unsigned    Size  = 32
) (
  input logic                    clk_i,
  input logic                    rst_ni,
  input logic [$clog2(Size)-1:0] rs1_addr_i,
  input logic [$clog2(Size)-1:0] rs2_addr_i,
  input logic [$clog2(Size)-1:0] rd_addr_i,
  input logic [Width-1:0]        rd_data_i,
  input logic                    wr_en_i,
  output logic [Width-1:0]       rs1_data_o,
  output logic [Width-1:0]       rs2_data_o
);
  logic [Width-1:0] registers [0:Size-1];
  always_ff @(posedge clk_i or negedge rst_ni) begin : proc_register
    if (!rst_ni) begin
      for (int i = 0; i < Size; i++)
        registers[i] <= '0;
    end else begin
      if (wr_en_i)
        registers[rd_addr_i] <= rd_data_i;
    end
  end
  assign rs1_data_o = registers[rs1_addr_i];
  assign rs2_data_o = registers[rs2_addr_i];
endmodule : regfile
--- run.sh ---
#!/bin/bash
# OpenROAD 26Q1-2900-gdf79404cd8, Yosys 0.63+post, stock flow scripts
make -C /OpenROAD-flow-scripts/flow DESIGN_CONFIG=/design/flow/config.mk WORK_HOME=/design/flow/orfs finish
--- config.mk ---
export PLATFORM = sky130hd
export DESIGN_NAME = regfile
export DESIGN_NICKNAME = regfile
export VERILOG_FILES = /design/flow/design.v
export SDC_FILE = /design/flow/constraint.sdc
export NUM_CORES = 4
export LEC_CHECK = 1
export CORE_UTILIZATION = 50
--- constraint.sdc ---
current_design regfile

set clk_period 12.4
set clk_io_pct 0.2

create_clock -name clk0 -period $clk_period [get_ports {clk_i}]

set non_clock_inputs [all_inputs -no_clocks]
set_input_delay [expr $clk_period * $clk_io_pct] -clock clk0 $non_clock_inputs
set_output_delay [expr $clk_period * $clk_io_pct] -clock clk0 [all_outputs]
==> impl_metrics.json <==
{
  "status": "complete, no violations",
  "cts_made_buffers": 112,
  "cts_setup_buffers": 0,
  "drc_errors": 0,
  "leakage_nw": 25.6,
  "postCtsHoldBufs": 0,
  "setup_viol": 0,
  "die_area_um2": 105000,
  "largest_register": "registers",
  "die_x_um": 324,
  "hold_path.class": "reg2reg",
  "cp-start-kind": "input port",
  "peakVddDrop_mv": 0.139,
  "ys_area_um2": 51900,
  "ys_types": 70,
  "ys.flops": 1024,
  "largest_reg_flops": 1024,
  "drive_gt1_share_pct": 35.5,
  "hold_viol_final": 0,
  "power_density_nw_per_um2": 165,
  "crit_fanout": 25,
  "syn_area_per_cell_um2": 11.8,
  "ys_seq_share_pct": 49.3,
  "common_cells": "1,052 x mux2_2, 1,024 x dfrtp_1, 692 x a22oi_1",
  "layout.cells.non_filler": 5938,
  "power.total_mw": 9.80,
  "clk_pin_slew_ns": 0.06,
  "drt-initial-drc-count": 6421,
  "adder_share_pct": 0,
  "synth_area_um2": 51900,
  "period_used_pct": 77.1,
  "grt_max_degree": 116,
  "grt_antenna_before_repair": 24,
  "preCtsSetupSlack_ns": 3.19,
  "cts_tree": "done",
  "edf_count": 0,
  "n_fill_cell": 8254,
  "area_delta_synth_final_pct": 14.1,
  "top_logic_kind": "multiplexers",
  "fp.dieH_um": 324,
  "final.setup.tns_ns": 0,
  "placeableCoreArea_um2": 102000,
  "worst_hold_path.num_cells": 1,
  "max_freq_ghz": 0.105,
  "ys_sh_simple_pct": 7.19,
  "post-synth-top-count-cell": "mux2_2",
  "io_buffers": 113,
  "ys_sh_xor_pct": 0,
  "gp_congestion": 1.10,
  "clk_path_buf_depth": 3,
  "maxSlewHeadroom_pct": 15.3,
  "area_leaders": "dfrtp_1 49%, mux2_2 23%, a22oi_1 10%",
  "worstMarginPinSlew_ns": 1.27,
  "grt_pass1_vias": 45400,
  "grt_usage_pct": 55.5,
  "cts_resized": 0,
  "tool_warnings": 40,
  "viasPerCell": 7.91,
  "drv_cap": 0,
  "aoi_share_pct": 15.5,
  "critPathRequiredTime_ns": 9.92,
  "clock-skew-final_ns": 0,
  "rsz0062_at_grt": "false",
  "fp_util_pct": 50.8,
  "ff2ff_path_depth": 1,
  "cts.htree.levels": 3,
  "vias": 47000,
  "totalWireLength_um": 279000,
  "antenna_left": 0,
  "dr.pass1.iters": 11,
  "cts.sinks": 1024,
  "crit_type": "in2out",
  "synth-main-ff-cell": "dfrtp_1",
  "cts-root-buf": "clkbuf_16",
  "netlist.area_leader.share_pct": 49.3,
  "wire_per_inst_um": 47.0,
  "dp_hpwl_um": 167000,
  "rows": 117,
  "grt-ovfl-total": 0,
  "arrival_ns": 7.07,
  "post-place-cells": 5690,
  "async_reset_ff_share_pct": 100,
  "finalCriticalPeriod_ns": 9.55,
  "grt_first_pass_wirelength_um": 380000,
  "dpl_cell_area_um2": 55200,
  "synthCells": 4394,
  "slew_viol_final": 0,
  "yosysCellCount": 4394,
  "io_pins": 114,
  "fin_ws_ns": 2.85,
  "largestRegisters": "registers: 1024 flops",
  "clk_latency_ns": 0.73,
  "yosys_warnings": 2,
  "fin_area_um2": 59300,
  "worstSetupEndpointType": "output port",
  "top_area_cell": "dfrtp_1",
  "synthMuxAreaShare_pct": 24.2
}
[per-layer routing]
layer	routed length [um]	vias to the layer above	share of wire [%]	track usage (%)
met5	733	-	0.26	5.07
met2	106000	4926	38	68.2
met4	27900	33	10	38.0
met1	93000	23200	33	67.3
met3	52100	1789	19	41.0
li1	-	17000	-	-
[placed cells by master, fill, tap and decap left out, types with 43 or more instances in the layout]
| cell type | synthesis | layout |
|---|---|---|
| a21oi_1 | 79 | 79 |
| a22o_1 | 54 | 54 |
| a22oi_1 | 692 | 692 |
| buf_4 | 32 | 243 |
| clkbuf_16 | 0 | 112 |
| clkdlybuf4s50_1 | 0 | 102 |
| dfrtp_1 | 1024 | 1024 |
| diode_2 | 0 | 43 |
| mux2_2 | 1052 | 1052 |
| mux2i_1 | 61 | 61 |
| nand2_1 | 211 | 200 |
| nand3_1 | 44 | 44 |
| nand4_1 | 93 | 93 |
| nor2_1 | 174 | 129 |
| nor2_4 | 3 | 62 |
| nor3_1 | 58 | 54 |
[worst max-delay path: stages]
cell and delay, ns:
buf_2 0.53, buf_4 0.51, nand2_1 0.57, nor2_4 0.80
buf_4 0.61, a22oi_1 0.19, nand4_1 0.15, nor2_1 0.05
a21oi_1 0.50, clkdlybuf4s50_1 0.57
[final timing paths]
path,slack [ns],from,to
min,0.53,registers[1][14]$_DFFE_PN0P_,registers[1][14]$_DFFE_PN0P_
max in group asynchronous,7.89,rst_ni,registers[31][22]$_DFFE_PN0P_
max reg2reg,11.51,registers[15][22]$_DFFE_PN0P_,registers[15][22]$_DFFE_PN0P_
max,2.85,rs1_addr_i[0],rs1_data_o[1]
min in group asynchronous,1.77,rst_ni,registers[16][9]$_DFFE_PN0P_
min reg2reg,0.53,registers[1][14]$_DFFE_PN0P_,registers[1][14]$_DFFE_PN0P_
[final cells by class]
cell class | instances | area [um^2] | share of cell area (%)
Antenna cell | 43 | 108 | 0.182
Clock buffer | 153 | 3210 | 5.41
Clock inverter | 52 | 782 | 1.32
Inverter | 3 | 11.3 | 0.0190
Multi-Input combinational cell | 2939 | 24900 | 42.0
Sequential cell | 1024 | 25600 | 43.2
Tap cell | 1368 | 1710 | 2.89
Timing Repair Buffer | 356 | 2940 | 4.96
[metrics by stage]
| step | utilization [%] | hold WS, ns |
|---|---|---|
| after global placement | 53.9 | 0.509 |
| after floorplan | - | 0.493 |
| after CTS | 57.8 | 0.527 |
| after detailed placement | 53.9 | 0.514 |
| after global routing | 57.8 | 0.544 |
| final | 57.9 | 0.528 |
[power by group]
group | internal (mW) | total, mW | switching [mW]
Clock | 2.18 | 3.66 | 1.48
Sequential | 3.99 | 4.69 | 0.699
Combinational | 0.752 | 1.45 | 0.699
Total | 6.92 | 9.80 | 2.88
[logic make-up after synthesis]
logic type      Yosys count
compound gates         1074
buf+inv                 431
flops                  1024
mux                    1117
simple gates            748
