$ cat flow/config.mk
export PLATFORM = sky130hd
export DESIGN_NAME = uni_counter
export DESIGN_NICKNAME = uni_counter
export VERILOG_FILES = /design/flow/design.v
export SDC_FILE = /design/flow/constraint.sdc
export NUM_CORES = 4
export LEC_CHECK = 1
export CORE_UTILIZATION = 40
$ cat flow/constraint.sdc
current_design uni_counter

set clk_period 6.9
set clk_io_pct 0.2

create_clock -name clk0 -period $clk_period [get_ports {clk_i}]

set non_clock_inputs [all_inputs -no_clocks]
set_input_delay [expr $clk_period * $clk_io_pct] -clock clk0 $non_clock_inputs
set_output_delay [expr $clk_period * $clk_io_pct] -clock clk0 [all_outputs]
$ cat flow/design.v
`default_nettype none
module uni_counter #(
  parameter int unsigned    Width = 32
) (
  input logic               clk_i,
  input logic               rst_ni,
  input logic               en_i,
  input logic               mode_i,
  output logic [Width-1:0]  data_o
);
  logic [Width-1:0] counter_d;
  logic [Width-1:0] counter_q;
  typedef enum logic [1:0]{
    IDLE  = 2'b00,
    PAUSE = 2'b01,
    ADD   = 2'b10,
    SUB   = 2'b11
  } state_e;
  state_e state_d, state_q;
  always_comb begin : proc_next_state
    state_d = IDLE;
    if (en_i)
      case (mode_i)
        1'b0: state_d = ADD;
        1'b1: state_d = SUB;
      endcase
    else
        state_d = PAUSE;
  end
  always_comb begin : proc_next_output
    counter_d = '0;
    case (state_q)
      IDLE  : counter_d = '0;
      PAUSE : counter_d = counter_q;
      ADD   : counter_d = counter_q + {{{Width-1}{1'b0}}, 1'b1};
      SUB   : counter_d = counter_q - {{{Width-1}{1'b0}}, 1'b1};
    endcase
  end
  always_ff @(posedge clk_i or negedge rst_ni) begin : proc_register
    if (!rst_ni) begin
      state_q   <= IDLE;
      counter_q <= '0;
    end else begin
      state_q   <= state_d;
      counter_q <= counter_d;
    end
  end
  assign data_o = counter_q;
endmodule : uni_counter
$ cat flow/run.sh
#!/bin/bash
# OpenROAD 26Q1-2900-gdf79404cd8, Yosys 0.63+post, stock flow scripts
make -C /OpenROAD-flow-scripts/flow DESIGN_CONFIG=/design/flow/config.mk WORK_HOME=/design/flow/orfs finish
==> results.json <==
{
  "wl_um": 7095,
  "rows": 31,
  "leakagePower_nw": 1.656,
  "p_sw_share_pct": 36.60,
  "netlist_area_um2": 3024,
  "cts_resized": 0,
  "synth-async-reset-ratio_pct": 100.0,
  "numCtsBuffers": 5,
  "r2r_slack_ps": 3920,
  "setup_tns_ps": 0,
  "clockPowerShare_pct": 20.9,
  "root_buffer": "clkbuf_8",
  "outcome": "finished clean",
  "dpl.hpwl_um": 5136,
  "pwr-share-comb_pct": 42.3,
  "core_area_um2": 7292,
  "yosysCellCount": 364,
  "grt_pass1_vias": 2518,
  "route.detailed.vias_per_inst": 5.534,
  "chip_area_um2": 7912,
  "cts_hold_buffers": 0,
  "gp_congestion": 0.8435,
  "firstDrtPassIters": 4,
  "finalHoldViolations": 0,
  "ys_sh_aoi_pct": 27.10,
  "vias": 2756,
  "wl_per_cell_um": 14.25,
  "cp.required_ps": 7070,
  "crit_start": "state_q[3]",
  "p_sw_mw": 0.2659,
  "ir_worst_vdd_uv": 84.96,
  "cp-end-kind": "flip-flop",
  "finalCritPeriodShare_pct": 43.17,
  "clock.fmax_ghz": 0.3358,
  "timing.rr.start": "state_q[3]",
  "power.density_nw_per_um2": 205.6,
  "seq_power_share_pct": 36.8,
  "place_ws_ps": 3943,
  "grt_usage_pct": 19.77,
  "ys_ff": 35,
  "cts.sinks": 35,
  "ys_sh_xor_pct": 5.503,
  "netlist_instances": 364,
  "endpoint": "counter_q[24]",
  "ys.flop_type": "dfrtp_1",
  "yosysWarnings": 1,
  "r2r_end": "counter_q[24]",
  "synth-simple-area-share_pct": 20.44,
  "edf_count": 0,
  "grt-ovfl-total": 0,
  "top_area_cell": "dfrtp_1",
  "drive_gt1_share_pct": 6.516,
  "diodes": 0,
  "finalSetupViolCount": 0,
  "reg2reg_depth": 9,
  "ys_sh_adder_pct": 13.07,
  "holdPathStages": 2,
  "rsz0062_at_grt": "false",
  "max-clock-path-buffers": 2,
  "fin_ws_ps": 3922,
  "grt_max_degree": 36,
  "fp_util_pct": 41.47,
  "io_buffers": 35,
  "top_area_share_pct": 28.96,
  "synth.avg_cell_area_um2": 8.308,
  "arrival_ps": 3150,
  "htree_levels": 2,
  "worst_slew_pin_slew_ps": 821.8,
  "dieWidth_um": 88.95,
  "ys_types": 62,
  "finalClockSkew_ps": 5.239,
  "p_int_mw": 0.4608,
  "ant_nets": 0,
  "min_path_type": "reg2reg",
  "yosys.stat.chipArea_um2": 3024,
  "antenna_found_initial": 0,
  "clk_pin_slew_ps": 80,
  "cts_tree": "done",
  "num_io_pins": 36,
  "die_y_um": 88.95,
  "worst_skew_pair.late_latency_ps": 290,
  "drc": 0,
  "syn2layout_area_growth_pct": 16.88,
  "grt_pass1_wl_um": 12080,
  "mux_area_share_pct": 0.9930,
  "crit_type": "reg2reg",
  "drv_cap": 0,
  "warnings": 25,
  "crit_path_start_kind": "flip-flop",
  "slew_viol_final": 0,
  "crit_path_max_fanout": 32,
  "postCtsSetupRepairBufs": 0,
  "slew_headroom_pct": 45.22,
  "drtIter0Drc": 164,
  "layout_min_cycle_time_ps": 2978,
  "ys_seq_share_pct": 28.96,
  "area_leaders": "dfrtp_1 (29%), ha_1 (12%), o21ai_0 (6.3%), a21oi_1 (6.0%), nand2_1 (5.8%)",
  "logic_family": "AND-OR/OR-AND gates"
}
==> worst min path at each step <==
| stage | start | endpoint |
|---|---|---|
| after CTS | counter_q[11] | counter_q[11] |
| final | counter_q[11] | counter_q[11] |
| after global routing | counter_q[15] | counter_q[15] |
==> placed cells by master (no fill, tap or decap), types with 2 or more instances in the layout <==
cell type | netlist | layout
nand2_1 | 47 | 47
o21ai_0 | 38 | 38
a21oi_1 | 36 | 36
dfrtp_1 | 35 | 35
clkdlybuf4s50_1 | 0 | 34
ha_1 | 30 | 30
nor2_1 | 23 | 23
a21o_1 | 16 | 16
xor2_1 | 13 | 13
inv_1 | 11 | 11
nand4_1 | 8 | 8
nor3_1 | 7 | 7
nand3_1 | 6 | 6
nand2b_1 | 6 | 6
xnor2_1 | 6 | 6
and3_1 | 5 | 5
clkbuf_8 | 0 | 5
and2_1 | 4 | 4
a21boi_0 | 4 | 4
buf_4 | 2 | 4
o211ai_1 | 3 | 3
o31ai_1 | 3 | 3
mux2i_1 | 3 | 3
o21a_1 | 2 | 2
a21o_2 | 2 | 2
nor4_1 | 2 | 2
nor2b_1 | 2 | 2
o221ai_1 | 2 | 2
or3_1 | 2 | 2
a32o_1 | 2 | 2
and3_2 | 2 | 2
nor4b_1 | 2 | 2
a221o_1 | 2 | 2
a31oi_1 | 2 | 2
clkinvlp_4 | 0 | 2
==> cell type report <==
cell class,count,area (um^2)
Sequential cell,35,875.8
Timing Repair Buffer,39,375.4
Clock buffer,5,68.82
Fill cell,707,3757
Inverter,11,41.29
Tap cell,99,123.9
Multi-Input combinational cell,306,2029
Clock inverter,3,20.02
==> logic make-up after synthesis <==
group	after synthesis
AND-OR/OR-AND	129
adder cells (fa/ha/maj)	31
flip-flops	35
XOR/XNOR	19
multiplexers	3
buffers and inverters	23
AND/OR/NAND/NOR	124
==> Yosys cell counts (all sizes together), types with 3 or more instances <==
master  count
a21boi      4
a21o       18
a21oi      37
and2        4
and3        7
buf         5
clkbuf      6
dfrtp      35
ha         30
inv        11
mux2i       3
nand2      47
nand2b      7
nand3       6
nand4       8
nor2       23
nor3        7
o211ai      3
o21ai      40
o31ai       3
or3         4
xnor2       6
xor2       13
==> state kept, by name, indices dropped and copies added (netlist names) <==
register   flops
state_q        3
counter_q     32
==> worst max-delay path, cell delays in order, from the launching register on <==
cell	delay (ps)
dfrtp_1	360
buf_4	250
ha_1	290
or4_4	520
o21ai_2	220
a21oi_2	100
or3_4	420
a31oi_1	220
nor4b_1	80
or3_1	370
==> layer usage <==
metal  routed length, um  part of all wire, %  track usage (%)
met2                2997                   42            29.30
met1                3773                   53            32.75
met4                  58                 0.82            1.587
met3                 266                  3.7            2.809
met5                   0                    0                0
==> stage by stage <==
stage | hold WS [ps] | cells | power (mW) | utilization (%) | area (um^2)
CTS | 527.5 | 498 | 0.7332 | 48.47 | 3535
detailed placement | 508.7 | 490 | 0.5755 | 47.25 | 3446
floorplan | 456.3 | 364 | 0.4644 | - | 3024
finish | 520.5 | 498 | 0.7267 | 48.47 | 3535
global route | 551.2 | 498 | 0.7899 | 48.47 | 3535
global placement | 508.2 | 490 | 0.5758 | 47.25 | 3446
==> power groups by stage <==
stage	sequential [mW]	clock (mW)	combinational, mW
final	0.267	0.152	0.307
after global routing	0.272	0.168	0.350
after CTS	0.267	0.158	0.307
No activity file was given, so power comes from the tool's default toggle rates.
