### flow/run.sh
#!/bin/bash
# OpenROAD 26Q1-2900-gdf79404cd8, Yosys 0.63+post, stock flow scripts
make -C /OpenROAD-flow-scripts/flow DESIGN_CONFIG=/design/flow/config.mk WORK_HOME=/design/flow/orfs finish
### flow/config.mk
export PLATFORM = sky130hd
export DESIGN_NAME = mux_4_nbit
export DESIGN_NICKNAME = mux_4_nbit
export VERILOG_FILES = /design/flow/design.v
export SDC_FILE = /design/flow/constraint.sdc
export NUM_CORES = 4
export LEC_CHECK = 1
export CORE_AREA = 10 10 95 95
export DIE_AREA = 0 0 105 105
### flow/constraint.sdc
current_design mux_4_nbit

set clk_period 1.0
set clk_io_pct 0.2

create_clock -name clk0 -period $clk_period

set non_clock_inputs [all_inputs -no_clocks]
set_input_delay [expr $clk_period * $clk_io_pct] -clock clk0 $non_clock_inputs
set_output_delay [expr $clk_period * $clk_io_pct] -clock clk0 [all_outputs]
### flow/design.v
`default_nettype none
module mux_2_nbit #(
  parameter int unsigned Width = 8
) (
  input logic [Width-1:0]  a_i,
  input logic [Width-1:0]  b_i,
  input logic              sel_i,
  output logic [Width-1:0] f_o
);
  assign f_o = sel_i ? b_i : a_i;
endmodule : mux_2_nbit
`default_nettype none
module mux_4_nbit #(
  parameter int unsigned Width = 32
) (
  input logic [Width-1:0]  a_i,
  input logic [Width-1:0]  b_i,
  input logic [Width-1:0]  c_i,
  input logic [Width-1:0]  d_i,
  input logic [1:0]        sel_i,
  output logic [Width-1:0] f_o
);
  logic [Width-1:0] tmp_0;
  logic [Width-1:0] tmp_1;
  mux_2_nbit #(
    .Width(Width)
  ) mux_2_unit_0 (
    .a_i   (a_i),
    .b_i   (b_i),
    .sel_i (sel_i[0]),
    .f_o   (tmp_0)
  );
  mux_2_nbit #(
    .Width(Width)
  ) mux_2_unit_1 (
    .a_i   (c_i),
    .b_i   (d_i),
    .sel_i (sel_i[0]),
    .f_o   (tmp_1)
  );
  mux_2_nbit #(
    .Width(Width)
  ) mux_2_unit_2 (
    .a_i   (tmp_0),
    .b_i   (tmp_1),
    .sel_i (sel_i[1]),
    .f_o   (f_o)
  );
endmodule : mux_4_nbit
==> results.txt <==
Status -> finished with violations
Failing checks -> negative setup slack
Synth top area share -> 82.95%
WP data arrival -> 1.12 ns
Syn Inst Count -> 39
I/O pin count -> 162
Area leader, netlist -> mux4_2
Number of cells on the critical path -> 4
Area grow syn2layout -> 189.1%
CP bufs+invs -> 3
CLK BUF -> 0
Max FO, Critical Path -> 10
DP Area -> 0.002527 sq mm
Log Warnings -> 35
Routed Antenna Nets -> 0
Highest clock rate -> 756.9 MHz
Routed length per placed instance -> 21.84 microns
Final WS setup -> -0.3211 ns
Routed wire length -> 6575 microns
Tcrit/Tclk final -> 132.1%
Via count -> 1,274
CP max stage delay -> 0.49 ns
1st-iter DRT viols -> 23
Post-synthesis sequential area ratio -> 0%
Die height -> 105 microns
Startpoint Class -> primary input
Register area -> 0 sq um
Post-CTS Setup Bufs -> 0
Setup TNS Final -> -9.249 ns
Count of warnings emitted by yosys -> 0
Max Slew Vio Count -> 0
Worst Max-Slew Pin Slew -> 0.1776 ns
Floorplan core density -> 11.79%
Pwr/cell area -> 364.0 mW/mm^2
Total track usage -> 11.19%
First-pass GRT wire length -> 9349 microns
Total die area -> 0.01103 sq mm
Top-count cell post-synth -> mux4_2
Worst min-delay path class -> primary input to primary output
Area figure in the yosys stat output -> 814.5 sq um
Core ar. -> 0.006907 sq mm
Flop count -> 0
Critical path's slowest cell -> mux4_2
Gp weighted congestion -> 0.7604
Crit Path Class -> primary input to primary output
Pleak -> 1.112 nW
Worst VDD drop -> 135.4 uV
Residual DRC -> 0
Hold Crit Depth -> 3
Most frequent cells after synthesis -> mux4_2, buf_12, buf_2
Final instance area -> 0.002355 sq mm
Buffers on Ports -> 162
TritonRoute pass-1 iters -> 4
Initial antenna violation count -> 2
Pin count of the biggest net entering global routing -> 15
Number of global-route vias before repair -> 1,503
Share of cells above drive strength 1 -> 36.95%
Critical Path Sink Type -> primary output
Cell area leaders -> mux4_2, buf_12, mux4_1
Crit-path cells -> buf_16 > buf_16 > mux4_2 > buf_2
Slew headroom -> 88.16%
Family with the most delay on the worst path -> multiplexers
FP Rows -> 30
Yosys Instances -> 39
Synth Area per Inst -> 20.89 sq um
Total global routing overflow -> 0
Endpoints failing setup -> 32
Hold Buf Count CTS -> 0
Synth Cell Area -> 814.5 sq um
Final min period -> 1.321 ns
Count of different cell masters after synthesis -> 5
Max-Cap Viols -> 0
Number of hold violations in the final report -> 0
Most used cell, CP -> buf_16
Drt via density -> 4.233
DPL Wire Length -> 5628 microns
Data required time of the worst path -> 0.80 ns
Width of the die -> 105 microns
RSZ-0062 raised after global routing -> true
layer usage:
| layer | share of wire, % | track usage (%) | wire [microns] | vias to the layer above |
|---|---|---|---|---|
| li1 | - | - | - | 539 |
| met1 | 42 | 14.08 | 2787 | 612 |
| met2 | 43 | 17.62 | 2839 | 123 |
| met3 | 14 | 6.273 | 948 | 0 |
| met4 | 0 | 0 | 0 | 0 |
| met5 | 0 | 0 | 0 | - |
cell type report:
class / count / area [sq um]
tap: 96 / 120.1
fill: 790 / 4552
multi-input combinational: 32 / 720.7
timing repair buffer: 171 / 1509
antenna: 2 / 5.005
cells by family (layout without fill, tap and decap cells):
group	after synthesis	count (layout)	share of synthesized area, %
buffers and inverters	7	171	10.60
muxes	32	32	89.40
other	0	2	0
final timing paths:
check                    start  slack [ns]  endpoint
worst max-delay path  sel_i[0]       -0.32   f_o[15]
worst min-delay path   a_i[12]        0.88   f_o[12]
power by group:
part / internal [mW] / switching [mW] / total, mW
registers: 0 / 0 / 0
logic: 0.624 / 0.233 / 0.857
clock network: 0.000000267 / 0 / 0.000000267
total: 0.624 / 0.233 / 0.857
placed cells by master (no fill, tap or decap):
cell and count:
dlygate4sd2_1 128, buf_4 1, buf_6 2, mux4_2 32, buf_12 3, buf_2 32
diode_2 2, buf_16 5
repair_timing:
item	in CTS	in global routing
endpoints found under the setup margin	32	32
gates cloned	4	0
gates resized	248	0
per-stage QoR:
step	utilization [%]	power, mW	hold slack, ns	std cells	setup WS (ns)
floorplan	-	0.2869	0.4864	39	-0.09162
global placement	36.59	1.094	1.378	295	-0.9467
detailed placement	36.59	1.090	1.372	295	-0.9559
CTS	34.02	0.8735	0.8874	299	-0.3307
global route	34.02	0.9246	0.8990	299	-0.3541
finish	34.09	0.8571	0.8828	301	-0.3211
Power and IR drop assume default switching activity.
